## flow/design.v

```verilog
module fb_ram (
    input             clk,
    input             we,
    input      [7:0]  addr,
    input      [7:0]  din,
    output reg [7:0]  dout
);
reg [7:0] mem [0:255];
always @(posedge clk) begin
    if (we)
        mem[addr] <= din;
    dout <= mem[addr];
end
endmodule
```

## flow/run.sh

```bash
#!/bin/bash
# OpenROAD 26Q1-2900-gdf79404cd8, Yosys 0.63+post, stock flow scripts
make -C /OpenROAD-flow-scripts/flow DESIGN_CONFIG=/design/flow/config.mk WORK_HOME=/design/flow/orfs finish
```

## flow/config.mk

```make
export PLATFORM = sky130hd
export DESIGN_NAME = fb_ram
export DESIGN_NICKNAME = fb_ram
export VERILOG_FILES = /design/flow/design.v
export SDC_FILE = /design/flow/constraint.sdc
export NUM_CORES = 4
export LEC_CHECK = 1
export CORE_UTILIZATION = 40
```

## flow/constraint.sdc

```tcl
current_design fb_ram

set clk_period 16.1
set clk_io_pct 0.2

create_clock -name clk0 -period $clk_period [get_ports {clk}]

set non_clock_inputs [all_inputs -no_clocks]
set_input_delay [expr $clk_period * $clk_io_pct] -clock clk0 $non_clock_inputs
set_output_delay [expr $clk_period * $clk_io_pct] -clock clk0 [all_outputs]
```

==> qor.yml <==
worstPathRequired_ps: 16790
openroad_warning_count: 29
first_global_vias: 40800
wire_per_inst_um: 29.0
finalSetupViolations: 0
post_synth_inst_count: 3547
slew_headroom: 0.287
ys_dominant_reg_cell: "edfxtp_1"
timing.critical_path.arrival_ps: 7990
cells_along_the_critical_path: "buf_8 -> buf_4 -> buf_4 -> buf_4 -> buf_4 -> buf_4 -> mux4_2 -> a22oi_1 -> a21oi_1 -> o41ai_1 -> buf_4 -> nand4_1"
dpl.hpwl_um: 113000
clock-skew-final_ps: 49.6
synthDistinctLibCells: 22
placement.io_buffers: 25
power.density_nw_per_um2: 123
drive_above_1_share: 0.265
critPathBufInv: 7
worstMarginPinSlew_ps: 1070
drtIter0Drc: 2405
ys_async_sr_fraction: 0
cts_setup_buffers: 0
synth_top_cell_by_area: "edfxtp_1"
clkLatencyLatePin_ps: 850
route.final.wire_length_um: 190000
finish.utilization: 0.458
avg_vias_per_cell: 5.63
grt_usage: 0.215
cts_tree: "done"
critPathCaptureType: "register"
post-route-period-util: 0.454
instance_area_after_placement_um2: 82800
grt_max_degree: 113
worst_hold_path_type: "reg2reg"
ys_cells: 3547
crit_path_max_incr_delay_ps: 600
ioPinCount: 26
setup.worst_path.class: "in2reg"
path_max_fanout: 44
regToRegSetupSlack_ps: 13470
clock_tree.root_cell: "clkbuf_16"
avgSynthCellArea_um2: 22.1
ys_area_um2: 78500
antenna_violating_nets_post_route: 0
global_route_wire_length_before_repair_um: 278000
irDropWorstVdd_uv: 95.8
main_area_contributors_after_synthesis: "edfxtp_1, mux4_2, a22oi_1, nor2_1, a21oi_1"
summed_instance_area_of_the_synthesized_netlist_um2: 78500
final-hold-violation-count: 0
fin_setup_tns_ps: 0
power_leakage_nw: 27.0
route.vias.total: 36900
grt_overflow: 0
worst_setup_hold_path_clk_slew_ps: 60
cts.sinks: 2056
rsz0062_at_grt: "no"
floorplan.core_util: 0.403
timing.final.crit_period_ps: 7300
crit_path_frequent_cell: "buf_4"
yosysSeqAreaShare: 0.786
postCtsHoldBufs: 0
syn2layout_area_growth_pct: 13.7
floorplan.die.width_um: 445
start_kind: "input port"
enable_flop_cells: 2048
design_area_um2: 89200
die_area_um2: 198000
cap_violations: 0
cts.repair.resized: 0
floorplan.rows: 162
outcome: "finished clean"
slowest_stage: "buf_4"
die_height_um: 445
yosys_register_bits: 2056
final-max-slew-violation-count: 0
critical_path.top_delay_family: "buffers and inverters"
yosys.area.top_type_share: 0.783
common_cells: "edfxtp_1, mux4_2, a22oi_1"
gp_congestion: 0.881
synth_dominant_cell_count: "edfxtp_1"
cts_htree_levels: 4
dr.pass1.iters: 5
coreArea_um2: 195000
antenna_violations_before_repair: 10
drcViolationCount: 0
max_freq_mhz: 137
cts-buffers-inserted: 199
yosys_warnings: 1
clock_tree.buffer_depth: 3
## where the power goes
part           total (W)  switching [W]  internal, W
Sequential       0.00591      0.0000145      0.00590
Clock            0.00459        0.00197      0.00263
Combinational   0.000484       0.000314     0.000170
Total             0.0110        0.00229      0.00870
## metrics by stage
stage	setup WS, ps	hold WS (ps)	total power [W]	cells
final	8800	940	0.0110	6555
after global routing	8360	1020	0.0113	6551
after CTS	8630	935	0.0111	6551
after detailed placement	7740	924	0.00652	6187
after global placement	7740	945	0.00652	6187
after floorplan	10660	819	0.00628	3547
## worst register-to-register path, delay by kind of cell, from the launching register on
| family | cells | cell delay [ps] |
|---|---|---|
| AND-OR/OR-AND | 3 | 1250 |
| flip-flops | 1 | 360 |
| AND/OR/NAND/NOR | 1 | 90 |
| buffers and inverters | 1 | 290 |
| multiplexers | 1 | 490 |
## layer usage
metal | global-route usage | share of wire
met3 | 0.138 | 0.14
met1 | 0.275 | 0.34
met2 | 0.319 | 0.49
met5 | 0.00830 | 0.0014
met4 | 0.0605 | 0.035
## worst paths after layout
kind	startpoint	end	cells past startpoint
worst max register to register	mem[203][3]	dout[3]	6
worst min register to register	mem[98][0]	dout[0]	5
worst min-delay path	mem[98][0]	dout[0]	5
worst max-delay path	addr[0]	dout[5]	12
## cell families (layout without fill, tap and decap cells)
group,count (synthesis),after routing,synth area share
flip-flops,2056,2056,0.786
buffers and inverters,233,613,0.0140
other,0,4,0
AND/OR/NAND/NOR,330,330,0.0173
multiplexers,512,512,0.147
AND-OR/OR-AND,416,416,0.0362
## layout by cell type, fill, tap and decap left out, types with 2 or more instances in the layout
cell type        netlist  layout
edfxtp_1            2048    2048
mux4_2               512     512
a22oi_1              256     256
nor2_1               232     231
buf_4                 16     219
clkbuf_16              0     202
a21oi_1              128     128
clkinv_1               0      48
clkinv_2               0      35
clkbuf_1             145      35
o41ai_1               32      31
nor3_1                30      30
nand2_1               28      28
bufinv_16              0      20
clkdlybuf4s50_1        0      15
buf_8                  0      10
clkinvlp_4             0       9
nand4_1                8       8
nand3_1               13       8
dfxtp_1                8       8
nor2b_1                7       5
nand3_2                0       5
diode_2                0       4
nand2b_1               6       4
clkinv_8               0       4
buf_12                 0       4
clkinv_16              0       3
inv_6                  0       3
nor2b_4                0       2
nand2b_2               0       2
or2_2                  2       2
and2_1                 3       2
clkbuf_8               0       2
clkinv_4               0       2
## registers in the layout, summed over array words and instances, names as in the netlist
register / count
mem: 2048
dout: 8
## cell type report
class | count | area (um2)
Antenna cell | 4 | 10.0
Inverter | 1 | 3.75
Clock inverter | 125 | 1240
Clock buffer | 239 | 5210
Fill cell | 16000 | 106000
Multi-Input combinational cell | 1258 | 15800
Sequential cell | 2056 | 61700
Timing Repair Buffer | 248 | 2020
Tap cell | 2624 | 3280
Power is estimated from default activity; no workload was simulated.
