$ cat ./run.sh
#!/bin/bash
# OpenROAD 26Q1-2900-gdf79404cd8, Yosys 0.63+post, stock flow scripts
make -C /OpenROAD-flow-scripts/flow DESIGN_CONFIG=/design/flow/config.mk WORK_HOME=/design/flow/orfs finish
$ cat ./config.mk
export PLATFORM = sky130hd
export DESIGN_NAME = neuronalpipes
export DESIGN_NICKNAME = neuronalpipes
export VERILOG_FILES = /design/flow/design.v
export SDC_FILE = /design/flow/constraint.sdc
export NUM_CORES = 4
export LEC_CHECK = 1
export CORE_AREA = 10 10 85 85
export DIE_AREA = 0 0 95 95
$ cat ./constraint.sdc
current_design neuronalpipes

set clk_period 1.0
set clk_io_pct 0.2

create_clock -name clk0 -period $clk_period [get_ports {clk}]

set non_clock_inputs [all_inputs -no_clocks]
set_input_delay [expr $clk_period * $clk_io_pct] -clock clk0 $non_clock_inputs
set_output_delay [expr $clk_period * $clk_io_pct] -clock clk0 [all_outputs]
$ cat ./design.v
module neuronalpipes (
    input             clk,
    input             reset,
    input      [31:0] in_data,
    output reg [31:0] out_data
);
always @(posedge clk or posedge reset) begin
    if (reset)
        out_data <= 32'd0;
    else
        out_data <= in_data;
end
endmodule
==> flow_summary.ini <==
; generated from flow reports
[run_status]
outcome = completed

[worst_setup_path]
cp_cell_sequence = buf_2
crit_buf_inv = 1
critPathSlowestCell = dfrtp_1
crit_path_max_incr_delay_ns = 0.37
cp_top_family = flip-flops
cp.arrival_ns = 0.76
crit_path_end_kind = output pin
crit_required_ns = 0.80
critPathLaunchType = register
path_max_fanout = 1
path_class = register to output pin

[yosys]
ys_types = 2
ys_cells = 33
yosysTopAreaCell = dfrtp_1
area_leaders = dfrtp_1, inv_1
synth_cells = 33
ys.flops = 32
yosysSeqAreaShare = 0.995
syn_area_um2 = 805
top_area_frac = 0.995
syn-mean-instance-area_um2 = 24.4
synth_warnings = 1
yosys-stat-area_um2 = 805

[die]
core_area_um2 = 5470
die_w_um = 95
rows = 27
die_area_um2 = 9030
fp_util = 0.147
die_h_um = 95
io_pins = 66

[cells_and_area]
area_growth_syn_to_layout_pct = 84.9
logic_gates = 0
comb_area_um2 = 0
top_regs = out_data (32)
layout.area.seq_um2 = 801
top_register = out_data
fillers = 569
stdcell_count = 181
drive_gt1_frac = 0.380
largest_reg_flops = 32
final_area_um2 = 1490

[global_route]
grt_pass1_vias = 605
grt_first_pass_wirelength_um = 3680
antenna_found_initial = 1
gr-total-overflow = 0
grt_max_degree = 13
grt_use_total = 0.0549

[route]
wl_um = 2530
drtIter0Drc = 12
drtAntennaViolNets = 0
viasPerCell = 3.01
avgRoutedWirePerCell_um = 14.0
drcViolationCount = 0
num_vias = 544
firstDrtPassIters = 2

[cts]
cts_sinks = 32
cts_hold_buf = 0
cts_htree_levels = 2
cts_tree = done
ctsLongestPathBuffers = 2
numCtsBuffers = 5
path_clk_slew_ns = 0.06
cts-root-buf = clkbuf_8

[placement]
gp_congestion = 0.695
dp_hpwl_um = 2090
placed_cells = 173
dpl-instance-area_um2 = 1570
port_buffers = 65

[final_timing]
relSlewSlack = 0.895
rsz0062_at_grt = false
tightest_slew_ns = 0.158
fin_setup_tns_ns = 0
period_needed_ns = 0.957
finalCritPeriodShare = 0.957
finalHoldViolations = 0
slew_violations = 0
fmax_mhz = 1050
setup_viol = 0

[job]
maxCapViolCount = 0
warning_count = 25

[power_and_ir_drop]
p_per_area_nw_per_um2 = 1680
ir_drop_mv = 0.385
power_mw = 2.50
p_leak_nw = 0.689

[worst_hold_path]
worstHoldPathType = primary input to async pin
kinds of logic (layout without fill, tap and decap cells):
logic type / count (synthesis) / in the layout / share of synthesized area
flops: 32 / 32 / 0.995
buf+inv: 1 / 76 / 0.00466
other cells: 0 / 1 / 0
synthesized netlist by cell type:
cell type and n:
dfrtp_1 32, inv_1 1
metal layers:
| layer | share of wire | routed length (um) | global-route usage | vias to the layer above |
|---|---|---|---|---|
| met1 | 0.34 | 855 | 0.0612 | 250 |
| met2 | 0.44 | 1100 | 0.0744 | 40 |
| li1 | - | - | - | 248 |
| met5 | 0 | 0 | 0 | - |
| met4 | 0.020 | 50 | 0.0112 | 0 |
| met3 | 0.21 | 524 | 0.0537 | 6 |
cell type report:
cell class,count,share of cell area
Sequential cell,32,0.538
Antenna cell,1,0.00168
Clock inverter,1,0.00336
Clock buffer,6,0.0488
Tap cell,72,0.0606
Inverter,1,0.00252
Timing Repair Buffer,68,0.345
placed cells by master (no fill, tap or decap):
cell / synthesis / layout
clkbuf_8: 0 / 5
inv_1: 1 / 1
dfrtp_1: 32 / 32
clkbuf_1: 0 / 1
clkdlybuf4s50_1: 0 / 33
diode_2: 0 / 1
buf_2: 0 / 32
buf_4: 0 / 3
clkinv_2: 0 / 1
final timing paths:
check | cells after the start | from | end | slack [ns]
worst max-delay path | 1 | out_data[0]$_DFF_PP0_ | out_data[0] | 0.04
min in group clk0 | 1 | in_data[6] | out_data[6]$_DFF_PP0_ | 0.36
worst min-delay path | 3 | reset | out_data[24]$_DFF_PP0_ | 0.28
max in group asynchronous | 3 | reset | out_data[18]$_DFF_PP0_ | 0.55
tightest hold or removal path: stages:
cell and delay, ns:
clkdlybuf4s50_1 0.39, inv_1 0.11, buf_4 0.19
metrics by stage:
stage	hold WS [ns]	setup slack (ns)	util
after detailed placement	0.598	0.0109	0.286
after CTS	0.290	0.0281	0.271
after global routing	0.308	0.00566	0.271
after floorplan	0.231	0.109	-
final	0.276	0.0434	0.272
after global placement	0.617	0.0245	0.286
report_power, final:
| group | switching [mW] | total [mW] | internal (mW) |
|---|---|---|---|
| Combinational | 0.0553 | 0.216 | 0.160 |
| Clock | 0.444 | 0.916 | 0.472 |
| Sequential | 0.0135 | 1.37 | 1.36 |
| Total | 0.513 | 2.50 | 1.99 |
timing repair:
item,4_1_cts,5_1_grt
resized,96,0
endpoints found under the setup margin,32,0
buffers inserted,0,0
